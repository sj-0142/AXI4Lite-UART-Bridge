==> /design/flow/run.sh <==
#!/bin/bash
# OpenROAD 26Q1-2900-gdf79404cd8, Yosys 0.63+post, stock flow scripts
make -C /OpenROAD-flow-scripts/flow DESIGN_CONFIG=/design/flow/config.mk WORK_HOME=/design/flow/orfs finish
==> /design/flow/config.mk <==
export PLATFORM = sky130hd
export DESIGN_NAME = uart_tx
export DESIGN_NICKNAME = uart_tx
export VERILOG_FILES = /design/flow/design.v
export SDC_FILE = /design/flow/constraint.sdc
export NUM_CORES = 4
export LEC_CHECK = 1
export CORE_AREA = 10 10 96 96
export DIE_AREA = 0 0 106 106
==> /design/flow/constraint.sdc <==
current_design uart_tx

set clk_period 2.5
set clk_io_pct 0.2

create_clock -name clk0 -period $clk_period [get_ports {clk}]

set non_clock_inputs [all_inputs -no_clocks]
set_input_delay [expr $clk_period * $clk_io_pct] -clock clk0 $non_clock_inputs
set_output_delay [expr $clk_period * $clk_io_pct] -clock clk0 [all_outputs]
==> /design/flow/design.v <==
module uart_tx #(
    parameter CLOCK_FREQ = 100000000,  
    parameter BAUD_RATE  = 115200      
)(
    input  wire       clk,
    input  wire       resetn,
    input  wire       tx_start,       
    input  wire [7:0] tx_data,         
    output reg        tx_busy,         
    output reg        uart_tx         
);
    localparam CLKS_PER_BIT = CLOCK_FREQ / BAUD_RATE;
    localparam COUNTER_WIDTH = $clog2(CLKS_PER_BIT);
    localparam IDLE      = 3'b000;
    localparam START_BIT = 3'b001;
    localparam DATA_BITS = 3'b010;
    localparam STOP_BIT  = 3'b011;
    localparam CLEANUP   = 3'b100;
    reg [2:0] state;
    reg [COUNTER_WIDTH-1:0] bit_counter;
    reg [2:0] bit_index;
    reg [7:0] tx_data_reg;
    always @(posedge clk or negedge resetn) begin
        if (!resetn) begin
            state       <= IDLE;
            bit_counter <= {COUNTER_WIDTH{1'b0}};
            bit_index   <= 3'b000;
            tx_data_reg <= 8'h00;
            tx_busy     <= 1'b0;
            uart_tx     <= 1'b1;
        end else begin
            case (state)
                IDLE: begin
                    uart_tx     <= 1'b1;   
                    tx_busy     <= 1'b0;
                    bit_counter <= {COUNTER_WIDTH{1'b0}};
                    bit_index   <= 3'b000;
                    if (tx_start) begin
                        tx_data_reg <= tx_data;
                        tx_busy     <= 1'b1;
                        state       <= START_BIT;
                    end
                end
                START_BIT: begin
                    uart_tx <= 1'b0;  
                    if (bit_counter < (CLKS_PER_BIT - 1)) begin
                        bit_counter <= bit_counter + 1'b1;
                    end else begin
                        bit_counter <= {COUNTER_WIDTH{1'b0}};
                        state       <= DATA_BITS;
                    end
                end
                DATA_BITS: begin
                    uart_tx <= tx_data_reg[bit_index];  
                    if (bit_counter < (CLKS_PER_BIT - 1)) begin
                        bit_counter <= bit_counter + 1'b1;
                    end else begin
                        bit_counter <= {COUNTER_WIDTH{1'b0}};
                        if (bit_index < 7) begin
                            bit_index <= bit_index + 1'b1;
                        end else begin
                            bit_index <= 3'b000;
                            state     <= STOP_BIT;
                        end
                    end
                end
                STOP_BIT: begin
                    uart_tx <= 1'b1;  
                    if (bit_counter < (CLKS_PER_BIT - 1)) begin
                        bit_counter <= bit_counter + 1'b1;
                    end else begin
                        bit_counter <= {COUNTER_WIDTH{1'b0}};
                        state       <= CLEANUP;
                    end
                end
                CLEANUP: begin
                    tx_busy <= 1'b0;
                    state   <= IDLE;
                end
                default: begin
                    state <= IDLE;
                end
            endcase
        end
    end
endmodule
==> flow_results.org <==
* Implementation run

** Status
- The flow ran to the end, and the final reports show no timing, DRC or antenna violations.

** Critical path
- Type of destination of the critical path :: output port
- The critical path maximum fanout is 2.
- FF-to-FF setup slack :: roughly 0.85 ns
- Category of cells accounting for the largest share of critical-path delay :: flip-flops
- The longest incremental delay of any stage on the critical path is reported as 0.54 ns.
- Number of buffer and inverter stages on the critical path :: 1
- Slowest cell on the critical path :: sky130_fd_sc_hd__dfstp_2
- The worst setup path is launched from a flop.
- For reference, the most critical setup path is categorized as reg2out.
- At the worst endpoint, the arrival time is between 1 and 1.5 ns.
- Startpoint of the worst-slack reg-to-reg timing path :: bit_counter[0]
- STA lists the endpoint of the worst register-to-register path as bit_counter[8].
- Levels on crit path :: 1
- The worst register-to-register path has a depth of 5.
- At the worst endpoint, the required time is roughly 2 ns.
- Worst path cell trace :: clkdlybuf4s50_1

** CTS
- In this run the clock root is driven by a sky130_fd_sc_hd__clkbuf_8.
- On the reported timing paths, the clock transition at the registers reads ~0.090 ns.
- Clock net sink count :: 28
- Number of H-tree levels :: 1
- TritonCTS built the clock tree.
- Looking at the post-CTS report, the setup buffer insertion count equals 0.
- Count of cells resized by post-cts repair :: 0
- Maximum buffer depth of the clock tree :: 2
- Hold-fix buffers, CTS :: 0
- The skew report gives the latency at the later pin of the worst-skew pair as about 0.27 ns.
- Number of buffers added by the clock tree synthesis step :: 3

** Timing
- Between clock sinks in the finished design, the worst skew comes to about 0.0048 ns.
- In the final report, the number of endpoints failing setup comes to 0.
- Actual slew at the worst max-slew pin :: 0.6549 ns
- Final clock period utilization by the worst path :: a little over two thirds
- For reference, the final report shows the max-slew violation count at 0.
- Setup repair after global routing left no endpoint under its margin.
- The slew check shows that the tightest pin keeps a relative margin of ~56%.
- Based on the critical path, the design can be clocked at up to 569.7 MHz.
- Subtracting the final worst setup slack from the clock period gives roughly 1.8 ns.
- Setup slack closes at between 0.7 and 0.8 ns.
- Final-layout setup total negative slack :: 0 ns
- Final tally of hold violations :: 0

** Route
- Before antenna repair, the detailed router went through 4 iterations.
- Summed over all layers, the routed wires come to 2522 um.
- After detailed routing, the average wire length per cell comes to about 11 um.
- Diodes inserted :: 0
- Initial DRC count :: roughly 85
- Vias per cell :: around 4
- Detailed routing inserted a total of around 920 vias.
- Number of nets still failing antenna checks after routing :: 0
- DRC errors left :: 0

** Final layout
- Post-Route Utilization :: 22.32%
- Ranking logic cells in the layout by count gives the top entries sky130_fd_sc_hd__dfrtp_1, sky130_fd_sc_hd__nor2_1, sky130_fd_sc_hd__clkdlybuf4s50_1.
- In this run the layout overhead on the synthesized area is reported as 21.53%.
- Cell area after layout :: about 1600 um2
- The register with the most flip-flops in the layout has 10 of them.
- Most used logic cell in the final layout :: sky130_fd_sc_hd__dfrtp_1
- Fraction of layout cells with a size suffix above 1 :: 16.03%

** Pwr
- The script extracted a total leakage power of 0.6435 nW.
- Of the total power, registers draw a little over three fifths.
- Power spent charging and discharging nets :: roughly 0.15 mW
- Proportion of power drawn by the clock network :: a little under a third
- Portion of total power attributed to combinational logic :: under 10%
- Worst IR drop on VDD :: roughly 0.27 mV
- Internal power component :: about 0.60 mW
- Overall power of the completed layout :: around 0.75 mW
- The switching portion of total power comes to between 10% and 20%.
- Power per cell area :: 467.2 nW/um2

** Global routing
- The global routing report lists met3 layer usage as about 1.8%.
- Global routing usage on met2 :: under 10%
- Most congested layer reported by global routing :: met1
- The first global-routing pass estimated 4671 um of wire.
- The number of antenna violations at the first check in global routing came to 0.
- Recorded from the global router log, the overflow total was 0.
- Met1 track demand over resource :: ~7.2%
- Overall fraction of global-route tracks in use :: under 10%
- Maximum number of pins on one net before global-route repair :: 29
- Vias in the first global route :: slightly above 900

** Placement
- After its last routability iteration, the placer logged a weighted congestion of 0.7802.
- At the placement stage, the worst setup path has a slack of approximately 0.73 ns.
- Cell Area, Placed :: 1569 um2
- For this run the detailed placement stage logged an HPWL of 1813 um.
- The count of buffers added on input and output ports is 12.

** Floorplanning
- The floorplan step records an initial core utilization of 18.37%.
- After floorplanning, the core was sized to cover just over 7000 um2.
- Top-Level Pins :: 13
- The floorplan step defined a die boundary enclosing about 11,000 um2.
- Per the OpenROAD floorplan log, the width of the die is 106 um.
- The floorplan has 31 rows.
- Die height :: roughly 110 um

** Hold path
- WHS Path Cells :: 1
- Type of the worst min-delay path :: reg2reg
- Source of the worst hold timing path :: state[1]
- In the hold report, the worst path ends at state[0].

** Synthesis
- Area fraction in compound gates after synthesis :: a little over a tenth
- Post-synthesis cell count :: 117
- Top area contributor share :: 49.10%
- Simple-gate share of the synthesized area :: 19.92%
- Adder share :: around 1.9%
- In this run, distinct cell masters in the synthesized netlist total 34.
- Synth area leader :: sky130_fd_sc_hd__dfrtp_1
- Synth async-reset ratio :: about 100%
- In this run, synthesis produced a sequential element count of 28.
- Synth mux share :: 10.20%
- The most used flip-flop cell after synthesis is sky130_fd_sc_hd__dfrtp_1.
- Cell types with the largest area share after synthesis :: sky130_fd_sc_hd__dfrtp_1, sky130_fd_sc_hd__mux2_2, sky130_fd_sc_hd__dfstp_2
- XORs/XNORs by Area :: under 10%
- For reference, the post-synthesis area per instance comes to around 11 um2.
- Portion of the post-synthesis area used by sequential elements :: between 50 and 60%
- In the Yosys report the total cell count is ~120.
- Yosys shows that the main logic family after synthesis is simple AND/OR/NAND/NOR gates.
- Cell area after synthesis :: 1325 um2
- The warning tally printed by Yosys for this design is 1.
- In the synthesis report, Yosys lists the chip area as 1325 um2.
- Post-synth EDFFs :: 0

** Run
- The number of maximum-capacitance violations recorded for the run is 0.
- The stage logs contain a warning count of 25.
-- area by class of cell --
type	count	area (um2)
fill	781	5604
multi-input combinational	85	606.8
sequential	28	703.2
tap	99	123.9
clock buffer	3	41.29
timing repair buffer	13	127.6
inverter	2	7.507
-- stage by stage --
step / hold slack (ns) / std cells
6_report: 0.4704 / 230
3_5_place_dp: 0.4533 / 227
2_1_floorplan: 0.2044 / 117
4_1_cts: 0.4689 / 230
3_3_place_gp: 0.4612 / 227
5_1_grt: 0.4960 / 230
-- routing by layer --
metal	up-vias	wire (um)	part of all wire, %
li1	456	-	-
met4	0	36	1.4
met2	16	1060	42
met5	-	0	0
met3	2	150	5.9
met1	441	1275	51
-- logic make-up after synthesis --
logic type,after synthesis
AND-OR/OR-AND,20
XOR/XNOR,5
adder cells (fa/ha/maj),2
buffers and inverters,4
flip-flops,28
multiplexers,10
AND/OR/NAND/NOR,48
-- cells in the mapped netlist (2+ instances only) --
library cell and instances:
sky130_fd_sc_hd__a21oi_1 4, sky130_fd_sc_hd__a31oi_1 2, sky130_fd_sc_hd__clkbuf_1 2, sky130_fd_sc_hd__dfrtp_1 26, sky130_fd_sc_hd__dfstp_2 2, sky130_fd_sc_hd__ha_1 2
sky130_fd_sc_hd__inv_1 2, sky130_fd_sc_hd__mux2_2 8, sky130_fd_sc_hd__mux4_2 2, sky130_fd_sc_hd__nand2_1 11, sky130_fd_sc_hd__nand3_1 7, sky130_fd_sc_hd__nand4_1 4
sky130_fd_sc_hd__nor2_1 14, sky130_fd_sc_hd__nor3_1 3, sky130_fd_sc_hd__nor4_4 2, sky130_fd_sc_hd__o21ai_0 3, sky130_fd_sc_hd__o31ai_1 2, sky130_fd_sc_hd__xnor2_1 5
-- power by group through the flow --
| stage | clock network, mW | logic [mW] | registers (mW) |
|---|---|---|---|
| finish | 0.235 | 0.0449 | 0.472 |
| global route | 0.263 | 0.0499 | 0.474 |
| CTS | 0.245 | 0.0464 | 0.472 |
-- how the worst max path moves through the flow --
stage | startpoint | to
final | uart_tx | uart_tx
after CTS | uart_tx | uart_tx
after global routing | bit_counter[0] | bit_index[1]
Power is estimated from default activity; no workload was simulated.
