## flow/design.v

```verilog
module uart_rx #(
    parameter CLOCK_FREQ = 100000000,  
    parameter BAUD_RATE  = 115200      
)(
    input  wire       clk,
    input  wire       resetn,
    input  wire       uart_rx,         
    output reg  [7:0] rx_data,         
    output reg        rx_valid,        
    input  wire       rx_read         
);
    localparam CLKS_PER_BIT = CLOCK_FREQ / BAUD_RATE;
    localparam COUNTER_WIDTH = $clog2(CLKS_PER_BIT);
    localparam IDLE      = 3'b000;
    localparam START_BIT = 3'b001;
    localparam DATA_BITS = 3'b010;
    localparam STOP_BIT  = 3'b011;
    localparam CLEANUP   = 3'b100;
    reg [2:0] state;
    reg [COUNTER_WIDTH-1:0] bit_counter;
    reg [2:0] bit_index;
    reg [7:0] rx_data_shift;
    reg uart_rx_sync1;
    reg uart_rx_sync2;
    always @(posedge clk or negedge resetn) begin
        if (!resetn) begin
            uart_rx_sync1 <= 1'b1;
            uart_rx_sync2 <= 1'b1;
        end else begin
            uart_rx_sync1 <= uart_rx;
            uart_rx_sync2 <= uart_rx_sync1;
        end
    end
    always @(posedge clk or negedge resetn) begin
        if (!resetn) begin
            state         <= IDLE;
            bit_counter   <= {COUNTER_WIDTH{1'b0}};
            bit_index     <= 3'b000;
            rx_data_shift <= 8'h00;
            rx_data       <= 8'h00;
            rx_valid      <= 1'b0;
        end else begin
            if (rx_read) begin
                rx_valid <= 1'b0;
            end
            case (state)
                IDLE: begin
                    bit_counter   <= {COUNTER_WIDTH{1'b0}};
                    bit_index     <= 3'b000;
                    rx_data_shift <= 8'h00;
                    if (uart_rx_sync2 == 1'b0) begin
                        state <= START_BIT;
                    end
                end
                START_BIT: begin
                    if (bit_counter == (CLKS_PER_BIT / 2)) begin
                        if (uart_rx_sync2 == 1'b0) begin
                            bit_counter <= {COUNTER_WIDTH{1'b0}};
                            state       <= DATA_BITS;
                        end else begin
                            state <= IDLE;  
                        end
                    end else begin
                        bit_counter <= bit_counter + 1'b1;
                    end
                end
                DATA_BITS: begin
                    if (bit_counter < (CLKS_PER_BIT - 1)) begin
                        bit_counter <= bit_counter + 1'b1;
                    end else begin
                        bit_counter <= {COUNTER_WIDTH{1'b0}};
                        rx_data_shift[bit_index] <= uart_rx_sync2;  
                        if (bit_index < 7) begin
                            bit_index <= bit_index + 1'b1;
                        end else begin
                            bit_index <= 3'b000;
                            state     <= STOP_BIT;
                        end
                    end
                end
                STOP_BIT: begin
                    if (bit_counter < (CLKS_PER_BIT - 1)) begin
                        bit_counter <= bit_counter + 1'b1;
                    end else begin
                        bit_counter <= {COUNTER_WIDTH{1'b0}};
                        if (uart_rx_sync2 == 1'b1) begin
                            rx_data  <= rx_data_shift;
                            rx_valid <= 1'b1;
                        end
                        state <= CLEANUP;
                    end
                end
                CLEANUP: begin
                    state <= IDLE;
                end
                default: begin
                    state <= IDLE;
                end
            endcase
        end
    end
endmodule
```

## flow/constraint.sdc

```tcl
current_design uart_rx

set clk_period 2.9
set clk_io_pct 0.2

create_clock -name clk0 -period $clk_period [get_ports {clk}]

set non_clock_inputs [all_inputs -no_clocks]
set_input_delay [expr $clk_period * $clk_io_pct] -clock clk0 $non_clock_inputs
set_output_delay [expr $clk_period * $clk_io_pct] -clock clk0 [all_outputs]
```

## flow/config.mk

```make
export PLATFORM = sky130hd
export DESIGN_NAME = uart_rx
export DESIGN_NICKNAME = uart_rx
export VERILOG_FILES = /design/flow/design.v
export SDC_FILE = /design/flow/constraint.sdc
export NUM_CORES = 4
export LEC_CHECK = 1
export CORE_UTILIZATION = 30
```

## flow/run.sh

```bash
#!/bin/bash
# OpenROAD 26Q1-2900-gdf79404cd8, Yosys 0.63+post, stock flow scripts
make -C /OpenROAD-flow-scripts/flow DESIGN_CONFIG=/design/flow/config.mk WORK_HOME=/design/flow/orfs finish
```

==> job_summary.md <==
### Flow metrics

| Metric | Value |
|---|---|
| VDD IR max | `0.3220 mV` |
| CTS max path bufs | `2` |
| Routed met1 length | `1735 µm` |
| Setup violations, final | `0` |
| Slew margin rel. | `0.6324` |
| H-tree Lvls | `2` |
| Setup Skew | `0.005683 ns` |
| DR iter-0 viols | `47` |
| PostCTS Resize Cnt | `0` |
| RSZ-0062 raised after global routing | `false` |
| Worst slack, placed | `0.7492 ns` |
| Ys async rst share | `1.000` |
| Top sig layer | `met4` |
| Netlist cell types | `44` |
| Clock period minus worst slack | `2.165 ns` |
| # IOs | `13` |
| Final period utilization | `0.7467` |
| Final Util | `0.3631` |
| Hold Fails Final Rpt | `0` |
| HPWL Detailed | `2385 µm` |
| Die X | `80.25 µm` |
| Root Buffer | `clkbuf_8` |
| Routability congestion estimate | `0.8415` |
| OpenROAD warning count | `29` |
| Finished layout cell area | `2150 µm²` |
| Design Power | `0.9759 mW` |
| Status | `completed` |
| Number of routed nets with antenna violations | `0` |
| Ys Warns | `1` |
| GRT overflow | `0` |
| Total CTS buffers | `5` |
| Initial Utilization | `0.3102` |
| WL met3 | `148 µm` |
| Post-Syn Area per Cell | `10.56 µm²` |
| Met2 Wirelength | `1456 µm` |
| Final hold slack | `0.2130 ns` |
| Number of max-cap violations | `0` |
| Port-buffer cells | `12` |
| Ys cells | `174` |
| Final WL | `3406 µm` |
| Worst setup SP type | `flop` |
| Post-synth regs | `37` |
| Final slew viol count | `0` |
| Worst Tran Pin Value | `0.5464 ns` |
| YS chip area | `1837 µm²` |
| GRT Util Overall | `0.1259` |
| Vias | `1,342` |
| Vias in the first global route | `1,272` |
| Gate count after technology mapping | `174` |
| Worst endpoint data arrival time | `2.34 ns` |
| Clock sink count | `37` |
| Register area | `929.6 µm²` |
| DR pass1 iterations | `4` |
| Insertion Delay late pin | `0.29 ns` |
| Hold crit path type | `in -> async` |
| Final setup margin | `0.7346 ns` |
| Top cells, area | `dfrtp_1, mux2_1, a32o_1` |
| Logic area | `850.8 µm²` |
| Diode count | `0` |
| Placed instance area | `2038 µm²` |
| Initial antenna violation count | `0` |
| CTS tree | `built` |
| Vias per cell | `5.045` |
| Largest net degree at the start of global routing | `20` |
| Mapped cell area | `1837 µm²` |
| Share of layout cells above drive strength 1 | `0.1099` |
| Core area | `5921 µm²` |
| EDFF count, synth | `0` |
| Setup crit end kind | `flop` |
| # hold bufs at CTS | `0` |
| Die Y | `80.25 µm` |
| Pleak | `0.9396 nW` |
| Worst setup path class | `reg -> reg` |
| Pwr dens | `454.0 nW/µm²` |
| Area Overhead vs Synth | `17.03%` |
| Max frequency | `461.8 MHz` |
| Req. time, crit path | `3.08 ns` |
| Filler instances | `567` |
| First-pass GRT wire length | `6189 µm` |
| CP max FO | `6` |
| Row cnt | `28` |
| Placed insts | `258` |
| DRC | `0` |
| Final cell count without fillers | `266` |
| Top cell area share | `0.4632` |
| Setup TNS | `0 ns` |
| Cell taking the most area after synthesis | `dfrtp_1` |
| Die Size | `6439 µm²` |
| Clk slew on worst S/H paths | `0.07 ns` |
| Setup Fix Bufs, Post-CTS | `0` |
| Commonest flop | `dfrtp_1` |
| Sequential-to-total area share from yosys stat | `0.5061` |
| Drt wl/cell | `12.80 µm` |
Yosys cell counts, types with 2 or more instances:
library cell and n:
a32o_1 8, nor3_1 4, dfstp_2 3, o31ai_1 2, nand3_1 8, nor4_1 2
dfrtp_1 34, nand2_1 21, nor2_1 7, o21ai_1 6, a31oi_1 2, a22o_1 4
clkbuf_1 4, mux2_1 8, o22ai_1 4, and3_1 5, nor2b_1 3, ha_1 6
o21ai_0 4, inv_1 11, a21oi_1 5
path summary, 6_finish.rpt:
path / from / to / slack (ns) / cells after the start
max in group asynchronous: resetn / bit_counter[4] / 2.09 / 2
hold / removal: resetn / rx_data[2] / 0.21 / 1
setup reg to reg: bit_counter[0] / bit_counter[2] / 0.73 / 7
min in group clk0: uart_rx_sync1 / uart_rx_sync2 / 0.36 / 0
setup / recovery: bit_counter[0] / bit_counter[2] / 0.73 / 7
hold reg to reg: uart_rx_sync1 / uart_rx_sync2 / 0.36 / 0
cells in the final DEF (no fill, tap or decap), types with 2 or more instances in the layout:
cell / instances
a31oi_1: 2
o22ai_1: 4
nor2b_1: 3
mux2_1: 8
inv_1: 11
dfstp_2: 3
nor2_1: 7
a21oi_1: 5
o21ai_0: 4
o31ai_1: 2
dfrtp_1: 34
and3_1: 5
a22o_1: 4
ha_1: 6
o21ai_1: 6
nand3_1: 8
clkbuf_8: 5
nor3_1: 4
clkdlybuf4s50_1: 11
nand2_1: 21
nor4_1: 2
a32o_1: 8
kinds of logic (layout without fill, tap and decap cells):
family,count (synthesis),count (layout),synth area share
AND/OR/NAND/NOR,60,60,0.1758
AND-OR/OR-AND,45,45,0.1826
flip-flops,37,37,0.5061
buffers and inverters,15,32,0.03065
multiplexers,9,9,0.05450
adder cells (fa/ha/maj),6,6,0.04087
XOR/XNOR,2,2,0.009539
metal layers:
metal	global-route usage	vias to the layer above
li1	-	670
met1	0.2051	644
met3	0.02537	5
met2	0.1821	23
met5	0	-
met4	0.01607	0
worst max-delay path: stages, from the launching register on:
cell and delay, ns:
dfrtp_1 0.39, inv_1 0.11, ha_1 0.15, or3b_4 0.38
nor4_4 0.33, a31oi_1 0.26, and2_4 0.24, a22o_1 0.19
power by group:
part	leakage (nW)	internal, mW	switching [mW]
clock network	0.0554	0.258	0.183
registers	0.507	0.518	0.00277
logic	0.378	0.00380	0.0100
total	0.940	0.780	0.196
layout make-up:
type | instances | share of cell area
clock buffer | 6 | 0.03376
inverter | 11 | 0.01921
sequential | 37 | 0.4325
multi-input combinational | 122 | 0.3958
timing repair buffer | 13 | 0.05704
clock inverter | 2 | 0.01804
tap | 75 | 0.04366
sequential cells by signal, indices dropped and copies added, names as in the netlist:
signal	flops
rx_valid	1
uart_rx_sync2	1
rx_data_shift	8
bit_index	3
uart_rx_sync1	1
state	5
bit_counter	10
rx_data	8
No activity file was given, so power comes from the tool's default toggle rates.
